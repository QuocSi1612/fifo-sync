File: /design/flow/config.mk
export PLATFORM = sky130hd
export DESIGN_NAME = sfifo
export DESIGN_NICKNAME = sfifo
export VERILOG_FILES = /design/flow/design.v
export SDC_FILE = /design/flow/constraint.sdc
export NUM_CORES = 4
export LEC_CHECK = 1
export CORE_UTILIZATION = 50
File: /design/flow/constraint.sdc
current_design sfifo

set clk_period 2.9
set clk_io_pct 0.2

create_clock -name clk0 -period $clk_period [get_ports {clk}]

set non_clock_inputs [all_inputs -no_clocks]
set_input_delay [expr $clk_period * $clk_io_pct] -clock clk0 $non_clock_inputs
set_output_delay [expr $clk_period * $clk_io_pct] -clock clk0 [all_outputs]
File: /design/flow/run.sh
#!/bin/bash
# OpenROAD 26Q1-2900-gdf79404cd8, Yosys 0.63+post, stock flow scripts
make -C /OpenROAD-flow-scripts/flow DESIGN_CONFIG=/design/flow/config.mk WORK_HOME=/design/flow/orfs finish
File: /design/flow/design.v
module sfifo
    #(parameter W=8,H=8)
    (
    input logic clk,
    input logic rst_n,
    input logic r,
    input logic wr,
    input logic [W-1:0] wr_data,
    output logic full,
    output logic empty,
    output logic [W-1:0] r_data
    );
    reg [W-1:0] memory [0:H-1];
    logic [W-1:0] data_tmp;
    logic [$clog2(W)-1:0] r_ptn,wr_ptn;
    logic [$clog2(W)-1:0] r_ptn_next,wr_ptn_next;
    logic r_en,wr_en,empty_reg,full_reg;
    assign r_ptn_next=r_ptn+1;
    assign wr_ptn_next=wr_ptn+1;
    assign r_data=data_tmp;
    assign full=full_reg;
    assign empty=empty_reg;
    assign r_en=r & !empty;
    assign wr_en=wr & !full;
    always_ff @(posedge clk ) begin
        if(!rst_n) 
            begin
                r_ptn<=0;
                wr_ptn<=0;
                full_reg<=0;
                empty_reg<=1;
            end
        if(r_en)
            begin
                data_tmp<=memory[r_ptn];
                r_ptn<=(r_ptn==(H-1))?0:r_ptn_next;
            end
        if(wr_en)
            begin
                memory[wr_ptn]<=wr_data;
                wr_ptn<=(wr_ptn==(H-1))?0:wr_ptn_next;
            end
        if (wr_en && !r_en) 
            begin
                empty_reg <= 0;
                if (wr_ptn_next == r_ptn)
                    full_reg <= 1;
            end
        if (r_en && !wr_en) 
            begin
                full_reg <= 0;
                if (r_ptn_next == wr_ptn)
                        empty_reg <= 1;
            end
    end
endmodule
==> deck_impl_summary.md <==
Flow Results at a Glance

Outcome
  – Status: finished clean

Worst hold path
  – Worst hold start: full_reg$_SDFF_PP0_
  – Hold Path Sink: full_reg$_SDFF_PP0_
  – Hold WC Path Type: reg2reg
  – Worst hold stages: 2

Layout
  – Final core occ: 60.84%
  – Cell area after layout: approximately 3700 sq um
  – Area grow syn2layout: 15.03%
  – Reg with most FFs: memory
  – Largest registers: memory (64), data_tmp (8)
  – Max reg flops: approximately 64
  – Layout filler cell count: between 400 and 500
  – Share of cells above drive strength 1: 20.53%

Timing
  – Relative slew slack: 42.78%
  – Setup tns final: 0 ns
  – Final slew viol count: 0
  – Final Hold Vio Count: 0
  – Setup ws final: 0.9427 ns
  – Crit share post-route: roughly two thirds
  – Fmax: 510.9 MHz
  – Skew final: 0.006972 ns
  – Pin slew with the least headroom to its limit: between 0.8 and 0.9 ns
  – Crit path time final: 1.957 ns
  – Final setup viols: 0
  – RSZ-0062 raised after global routing: no

Synth
  – Cell variety after synth: 25
  – Syn Inst Count: ~150
  – YS chip area: 3206 sq um
  – Yosys warns: 1
  – Yosys cell count: around 150
  – Yosys reg bits: 80
  – Syn Area/Cell: about 21 sq um
  – Sequential cell area fraction in the yosys report: between 70% and 80%
  – Post-Syn Area: between 3000 and 4000 sq um

Floorplanning
  – Die width: approximately 80 um
  – Core Box Area: 6061 sq um
  – Die Span Y: slightly above 80 um
  – Core Rows: 28
  – Total I/O pin count: 22
  – Die area: roughly 6700 sq um
  – Fp util: between 50 and 60%

Place
  – Detailed Place HPWL: between 3000 and 4000 um
  – Area after DPL: around 3500 sq um
  – Placer Congestion: 0.7842
  – IO buf count: 21
  – DP Worst Slack: ~0.63 ns

Worst setup path
  – Critical path class: in2reg
  – R2r endpoint: data_tmp[6]$_DFFE_PP_
  – Slowest CP cell: clkdlybuf4s50_1
  – Path depth of the worst reg2reg path: 2
  – Worst Setup Start Kind: input port
  – CP required: between 2 and 3 ns
  – Arrival time worst endpoint: 1.99 ns
  – Crit Path Max Fanout: 8
  – CP endpoint kind: register
  – Worst-path cell chain: clkdlybuf4s50_1, nor2b_1, nand2b_1, nor3b_1, buf_4
  – Flop-to-flop setup slack: 0.99 ns
  – Worst path max stage delay: approximately 0.48 ns
  – FF-to-FF Start: r_ptn[2]$_SDFFCE_PP0P_

Clock tree
  – Clock latency (worst-skew pair): roughly 0.32 ns
  – Resized cells post-CTS: 0
  – H-Tree Depth: 3
  – CTS tree: yes
  – CTS max path bufs: 2
  – Post CTS Setup Buffer Count: 0
  – Num CTS Buffers: 9
  – CTS sink count: about 80
  – Hold_buf cts: 0
  – CTS Root Cell: clkbuf_8
  – Clock slew at reported path FFs: ~0.07 ns

Drt
  – Total number of vias: between 1000 and 1500
  – DR DRC count: 0
  – Number of diodes: 0
  – Post-DRT Antenna Nets: 0
  – Drt pass-1 iters: 4
  – Vias per cell: 5.509
  – DR iter-0 viols: between 70 and 80
  – Drt total wl: 5081 um
  – Routed WL per cell: roughly 19 um

Pwr
  – Maximum vdd drop: 503.0 uV
  – Leak pwr: ~1.2 nW
  – Pwr Total: between 0.002 and 0.003 W
  – Cell Pwr Density: approximately 790 nW/um^2

GRT
  – Gr ovfl total: 0
  – First-pass GRT wire length: slightly below 8000 um
  – Initial antenna violation count: 0
  – Via count of the first global-routing pass: ~1500
  – Largest net degree at the start of global routing: 20
  – Total track usage: 18.76%

Run
  – Maxcap violations: 0
  – OpenROAD warnings: 25
## kinds of logic (layout without fill, tap and decap cells)
| family | count (synthesis) | after routing | synth area share (%) |
|---|---|---|---|
| DFF | 80 | 80 | 74.32 |
| xor gates and xnor gates | 5 | 5 | 1.366 |
| muxes | 24 | 24 | 15.93 |
| and+or+nand+nor | 25 | 25 | 4.450 |
| adders and majority gates | 4 | 4 | 1.561 |
| AOI/OAI and AO/OA | 3 | 3 | 0.5072 |
| buffers and inverters | 9 | 49 | 1.873 |
## through the flow
| step | hold slack, ns | cells |
|---|---|---|
| after global routing | 0.5191 | 265 |
| final | 0.4813 | 265 |
| after detailed placement | 0.4736 | 249 |
| after global placement | 0.4743 | 249 |
| after floorplan | 0.4402 | 150 |
| after CTS | 0.4820 | 265 |
## synthesized netlist by cell type (all sizes together)
cell	instances	area, sq um
a21oi	1	5.000
buf	4	40.03
clkbuf	3	12.51
dfxtp	2	40.04
edfxtp	78	2342
ha	4	50.05
inv	2	7.510
mux2	8	120.1
mux4	16	390.4
nand2	5	18.77
nand2b	3	18.77
nand4	2	12.51
nor2	3	11.26
nor2b	1	6.260
nor3	3	15.01
nor3b	8	60.06
o21ai	1	5.000
o22ai	1	6.260
xnor2	4	35.03
xor2	1	8.760
## power breakdown
part,total (W),internal (W),switching [W],leakage (nW)
registers,0.00158,0.00149,0.0000959,0.737
clock network,0.000647,0.000303,0.000345,0.0843
logic,0.000676,0.000389,0.000286,0.427
total,0.00291,0.00218,0.000727,1.25
## worst max-delay path by stage
stage                 startpoint                     end  slack, ns
6_report                      wr  memory[2][6]$_DFFE_PP_       0.94
4_1_cts   r_ptn[2]$_SDFFCE_PP0P_   data_tmp[6]$_DFFE_PP_       0.96
5_1_grt                       wr  memory[2][4]$_DFFE_PP_       0.86
## cells in the final DEF (no fill, tap or decap)
| cell type | n |
|---|---|
| edfxtp_1 | 78 |
| clkdlybuf4s50_1 | 21 |
| buf_4 | 10 |
| clkbuf_8 | 9 |
| mux4_1 | 8 |
| mux4_2 | 8 |
| mux2_4 | 8 |
| nor3b_1 | 8 |
| nand2_1 | 5 |
| xnor2_1 | 4 |
| ha_1 | 4 |
| clkinv_2 | 4 |
| nor2_1 | 3 |
| nand2b_1 | 3 |
| nor3_1 | 3 |
| inv_1 | 2 |
| nand4_1 | 2 |
| clkbuf_1 | 2 |
| dfxtp_1 | 2 |
| nor2b_1 | 1 |
| xor2_1 | 1 |
| o22ai_1 | 1 |
| o21ai_0 | 1 |
| a21oi_1 | 1 |
| clkinv_1 | 1 |
## final cells by class
cell class	instances	area [sq um]	area share, %
Clock buffer	11	131.4	3.563
Clock inverter	5	23.77	0.6447
Inverter	2	7.507	0.2036
Timing Repair Buffer	31	285.3	7.737
Multi-Input combinational cell	61	763.2	20.70
Sequential cell	80	2382	64.61
Tap cell	75	93.84	2.545
## layer usage
metal	up-vias	part of all wire [%]	track usage (%)
met3	4	13	11.61
met2	65	45	25.45
li1	684	-	-
met1	707	42	30.29
met5	-	0	0
met4	0	0.79	2.807
## critical path: cells and delay by family
kind | cells | cell delay (ns)
AND/OR/NAND/NOR | 3 | 0.72
buffers and inverters | 2 | 0.68
Power and IR drop assume default switching activity.
